### ./config.mk
export PLATFORM = sky130hd
export DESIGN_NAME = ysyx_23060286_top
export DESIGN_NICKNAME = ysyx_23060286_top
export VERILOG_FILES = /design/flow/design.v
export SDC_FILE = /design/flow/constraint.sdc
export NUM_CORES = 4
export LEC_CHECK = 1
export CORE_UTILIZATION = 50
export SYNTH_HDL_FRONTEND = slang
### ./constraint.sdc
current_design ysyx_23060286_top

set clk_period 44.0
set clk_io_pct 0.2

create_clock -name clk0 -period $clk_period [get_ports {clk}]

set non_clock_inputs [all_inputs -no_clocks]
set_input_delay [expr $clk_period * $clk_io_pct] -clock clk0 $non_clock_inputs
set_output_delay [expr $clk_period * $clk_io_pct] -clock clk0 [all_outputs]
### ./design.v
module ysyx_23060286_Alu(
  input [31:0] srca,
  input [31:0] srcb,
  input [3:0] alucontrol,
  input [2:0] f3,
  output zero,
  output reg [31:0] aluresult
);
  assign zero = (aluresult == 32'd0 & f3==3'b000) |(aluresult != 32'd0 & f3==3'b001)|($signed(srca) >= $signed(srcb) & f3==3'b101)|(srca<srcb & f3==3'b110)|(($signed(srca) < $signed(srcb) & f3==3'b100))|(srca>=srcb & f3==3'b111);
  always @(*) begin
    case (alucontrol)
      4'b0000:aluresult=srca+srcb;
      4'b0001:aluresult=srca-srcb;
      4'b0010:aluresult=srca&srcb;
      4'b0011:aluresult=srca|srcb;
      4'b0100:aluresult=$signed(srca)>>>srcb[4:0];  
      4'b0101:aluresult=($signed(srca)<$signed(srcb) ? 32'd1:32'd0);
      4'b0110:aluresult=srca>>srcb[4:0];  
      4'b0111:aluresult=srca<<srcb[4:0];
      4'b1000:aluresult=srca^srcb;
      4'b1001:aluresult=srcb;
      default: aluresult={{32{1'b1}}};
    endcase
  end
endmodule
module ysyx_23060286_Alumux (
    input [31:0] rs2data,
    input [31:0] immext,
    input alusrc,
    output [31:0] srcb
);
    assign srcb=(alusrc ? immext:rs2data);
endmodule
module ysyx_23060286_Dnpc (
    input [31:0] pc,
    input [31:0] immext,
    input [31:0] rs1data,
    input jalr,
    output [31:0] dnpc
);
    assign dnpc= jalr? rs1data+immext:pc+immext;
endmodule
module ysyx_23060286_Idu (
    input [6:0] op,
    input [2:0] f3,
    input f7,
    input zero,
    output jalr,
    output reg pcsrc,
    output reg [1:0] resultsrc,
    output reg [3:0] memwrite,
    output reg [3:0] alucontrol,
    output reg alusrc,
    output reg [1:0] immsrc,
    output reg regwrite,
    output reg auipc
);
    reg branch;
    reg [1:0] aluop;
    reg jump;
    assign jalr=(immsrc==2'b00)&jump;
    assign pcsrc=(zero&branch)|jump;
    import "DPI-C"  function void npc_error;   
    import "DPI-C"  function void npc_trap;  
  always @(*) begin
    case (op)
        7'd3:begin regwrite=1;immsrc=2'b00;alusrc=1;memwrite[0]=0;resultsrc=2'b01;branch=0;aluop=2'b00;jump=0;auipc=0; end  
        7'd35:begin regwrite=0;immsrc=2'b01;alusrc=1;memwrite[0]=1;resultsrc=2'b01;branch=0;aluop=2'b00;jump=0; auipc=0;end  
        7'd51:begin regwrite=1;immsrc=2'b00;alusrc=0;memwrite[0]=0;resultsrc=2'b00;branch=0;aluop=2'b10;jump=0; auipc=0;end  
        7'd99:begin regwrite=0;immsrc=2'b10;alusrc=0;memwrite[0]=0;resultsrc=2'b01;branch=1;aluop=2'b01;jump=0; auipc=0;end  
        7'd19:begin regwrite=1;immsrc=2'b00;alusrc=1;memwrite[0]=0;resultsrc=2'b00;branch=0;aluop=2'b10;jump=0; auipc=0;end  
        7'd111:begin regwrite=1;immsrc=2'b11;alusrc=1;memwrite[0]=0;resultsrc=2'b10;branch=0;aluop=2'b00;jump=1; auipc=0;end  
        7'd103:begin regwrite=1;immsrc=2'b00;alusrc=1;memwrite[0]=0;resultsrc=2'b10;branch=0;aluop=2'b00;jump=1; auipc=0;end  
        7'd23:begin regwrite=1;immsrc=2'b00;alusrc=1;memwrite[0]=0;resultsrc=2'b00;branch=0;aluop=2'b11;jump=0; auipc=1;end  
        7'd55:begin regwrite=1;immsrc=2'b00;alusrc=1;memwrite[0]=0;resultsrc=2'b00;branch=0;aluop=2'b11;jump=0; auipc=1;end  
        7'd115:begin npc_trap(); regwrite=1;immsrc=2'b00;alusrc=1;memwrite[0]=0;resultsrc=2'b10;branch=0;aluop=2'b00;jump=1;auipc=1;end  
        default:begin npc_error(); regwrite=1;immsrc=2'b00;alusrc=1;memwrite[0]=0;resultsrc=2'b10;branch=0;aluop=2'b00;jump=1;auipc=1;end  
    endcase
  end
  always @(*) begin
    case (aluop)
        2'b00:begin
                alucontrol=4'b0000;  
                case(f3)
                    3'b010:memwrite[3:1]=3'b000;  
                    3'b100:memwrite[3:1]=3'b001;  
                    3'b001:memwrite[3:1]=3'b010;  
                    3'b101:memwrite[3:1]=3'b011;  
                    3'b000:memwrite[3:1]=3'b011;  
                endcase
            end
        2'b01:alucontrol=4'b0001;     
        2'b10:begin
            case (f3)
                3'b111:alucontrol=4'b0010;    
                3'b110:alucontrol=4'b0011;    
                3'b010:alucontrol=4'b0101;    
                3'b011:alucontrol=4'b0101;    
                3'b001:alucontrol=4'b0111;    
                3'b100:alucontrol=4'b1000;    
                3'b101:begin if(f7==1'b1) alucontrol=4'b0100; else alucontrol=4'b0110; end  
                3'b000:begin 
                        if ({op[5],f7}==2'b11)
                            alucontrol=4'b0001;   
                        else
                            alucontrol=4'b0000;   
                    end
            endcase
        end
        2'b11:begin if(op[5]==0) alucontrol=4'b0000; else alucontrol=4'b1001; end 
    endcase
  end
endmodule
module ysyx_23060286_Imm (
    input [31:7] imm,
    input auipc,
    input [1:0] immsrc,
    output reg [31:0] immext  
);
    always @(*) begin
        case ({immsrc,auipc})
            3'b000: immext = {{20{imm[31]}}, imm[31:20]};  
            3'b010: immext = {{20{imm[31]}}, imm[31:25], imm[11:7]};  
            3'b100: immext = {{19{imm[31]}}, imm[31], imm[7], imm[30:25], imm[11:8], 1'b0};  
            3'b110: immext = {{12{imm[31]}}, imm[19:12], imm[20], imm[30:21], 1'b0};  
            3'b001: immext = {{imm[31:12]},{12{1'b0}}};  
            default: immext = {32{1'b1}};
        endcase
    end
endmodule
module ysyx_23060286_Pc (
    input clk,
    input rst,
    input [31:0] next_pc,
    output reg [31:0] pc
);
    always @(posedge clk ) begin
        if(rst)
            pc<=32'h80000000;
        else
            pc<=next_pc;
    end
endmodule
module ysyx_23060286_Pcmux (
    input [31:0] snpc,
    input [31:0] dnpc,
    input pcsrc,
    output [31:0] next_pc
);
    assign next_pc=(pcsrc ? dnpc:snpc);
endmodule
module ysyx_23060286_RegisterFile(
  input clk,
  input [31:0] rddata,
  input [4:0] waddr,
  input [4:0] r1addr,
  input [4:0] r2addr,
  input wen,
  output [31:0] rs1data,
  output [31:0] rs2data
);
    reg [31:0] rf [31:0]  ;
    assign rs1data=rf[r1addr];
    assign rs2data=rf[r2addr];
    always @(posedge clk) begin
        if (wen) rf[waddr] <= rddata;
        rf[0]<=32'd0;
    end
endmodule
module ysyx_23060286_Resultmux (
    input [31:0] aluresult,
    input [31:0] readdata,
    input [31:0] snpc,
    input [1:0] resultsrc,
    output [31:0] result
);
     assign result=(resultsrc[1] ? snpc:(resultsrc[0] ? readdata:aluresult));
endmodule
module ysyx_23060286_Snpc (
    input [31:0] pc,
    output [31:0] snpc
);
    assign snpc=pc+32'd4;
endmodule
module ysyx_23060286_Srcamux (
    input [31:0] rs1data,
    input [31:0] pc,
    input auipc,
    output [31:0] srca
);
    assign srca=auipc? pc:rs1data;
endmodule
module ysyx_23060286_top (
  input clk,
  input rst,
  input [31:0] inst_wire,
  input [31:0] readdata_wire,
  output [31:0] npc_wire,pc_wire,snpc_wire,rs1data_wire,rs2data_wire,immext_wire,srcb_wire,aluresult_wire,dnpc_wire,result_wire,srca_wire,
  output pcsrc,alusrc,regwrite,zero,jalr,auipc,
  output [1:0] resultsrc,immsrc,
  output [3:0] memwrite,
  output [3:0] alucontrol
);
	ysyx_23060286_Alu ALU(srca_wire,srcb_wire,alucontrol,inst_wire[14:12],zero,aluresult_wire);
  ysyx_23060286_Srcamux SRCA(rs1data_wire,pc_wire,auipc,srca_wire);
  ysyx_23060286_Alumux ALUMUX(rs2data_wire,immext_wire,alusrc,srcb_wire);
  ysyx_23060286_Dnpc DNPC(pc_wire,immext_wire,rs1data_wire,jalr,dnpc_wire);
  ysyx_23060286_Idu IDU(inst_wire[6:0],inst_wire[14:12],inst_wire[30],zero,jalr,pcsrc,resultsrc,memwrite,alucontrol,alusrc,immsrc,regwrite,auipc);
  ysyx_23060286_Imm Imm(inst_wire[31:7],auipc,immsrc,immext_wire);
  ysyx_23060286_Pc PC(clk,rst,npc_wire,pc_wire);
  ysyx_23060286_Pcmux PCMUX(snpc_wire,dnpc_wire,pcsrc,npc_wire);
  ysyx_23060286_RegisterFile GRP(clk,result_wire,inst_wire[11:7],inst_wire[19:15],inst_wire[24:20],regwrite,rs1data_wire,rs2data_wire);
  ysyx_23060286_Resultmux RESMUX(aluresult_wire,readdata_wire,snpc_wire,resultsrc,result_wire);
  ysyx_23060286_Snpc SNPC(pc_wire,snpc_wire);
endmodule
### ./run.sh
#!/bin/bash
# OpenROAD 26Q1-2900-gdf79404cd8, Yosys 0.63+post, stock flow scripts
make -C /OpenROAD-flow-scripts/flow DESIGN_CONFIG=/design/flow/config.mk WORK_HOME=/design/flow/orfs finish
==> impl_metrics.py <==
# Flow results
metrics = {
    "status": {
        "status": "finished, final reports clean",
    },
    "final_timing": {
        "slew_viol_final": 0,
        "clock_skew_ns": 0.0811,
        "grt_setup_unrepaired": "false",
        "finalClockPeriodUsage": 0.650,
        "period_needed_ns": 28.59,
        "untimed_endpoints": 4,
        "fmax_mhz": 35.0,
        "setup_tns_ns": 0,
        "unclocked_pins": 2,
        "worst_pin_slew_ns": 1.50,
        "setup_viol_count_final": 0,
        "final-hold-violation-count": 0,
        "slew_headroom": 0.000143,
    },
    "cts": {
        "clock_latency_ns": 0.76,
        "holdBufCountCts": 0,
        "cts.path.max_buffers": 3,
        "cts_made_buffers": 103,
        "h-tree-depth": 3,
        "cts_tree": "done",
        "clk_pin_slew_ns": 0.05,
        "root_buffer": "clkbuf_16",
        "postCtsSetupBuffers": 0,
        "cts-resized-gates": 0,
    },
    "worst_setup_path": {
        "crit_path_end_kind": "output port",
        "crit_path_frequent_cell": "buf_4",
        "crit_slowest_cell": "buf_4",
        "rr_startpoint": "GRP.rf[18][0]",
        "path_class": "input pin to output port",
        "start_kind": "input pin",
        "cp.arrival_ns": 19.79,
        "cp.required_ns": 35.20,
        "rrSetupSlack_ns": 35.10,
        "reg2reg_to": "PC.pc[24]",
        "critical-path-max-stage-delay_ns": 0.73,
        "path_max_fanout": 62,
        "worstRegToRegCells": 28,
    },
    "yosys": {
        "synth_area_per_cell_um2": 12.8,
        "ff_type": "edfxtp_1",
        "synth_cell_types": 100,
        "synth_warnings": 0,
        "edf_count": 992,
        "async_flop_share": 0,
        "syn_inst": 4761,
        "synth-seq-cells": 1026,
        "netlist_area_mm2": 0.0610,
        "yosysCellCount": 4761,
        "synth_chip_area_mm2": 0.0610,
    },
    "floorplan": {
        "die_x_um": 351,
        "die_area_mm2": 0.123,
        "core_area_mm2": 0.120,
        "num_io_pins": 436,
        "num_rows": 127,
        "fp_util": 0.507,
        "dieHeight_um": 351,
    },
    "placement": {
        "dp_hpwl_mm": 199,
        "place_area_mm2": 0.0682,
        "io_buffers": 434,
        "gp_congestion": 1.18,
    },
    "finish": {
        "regArea_mm2": 0.0305,
        "syn_to_final_growth_pct": 17.0,
        "nFillCells": 9536,
        "fin_area_mm2": 0.0714,
        "layout-drive-gt1-share": 0.189,
        "final-comb-area_mm2": 0.0285,
    },
    "min_path": {
        "holdPathStages": 2,
        "holdCritPathClass": "register to register",
        "min_to": "PC.pc[0]",
        "min-delay-start": "PC.pc[0]",
    },
    "flow_run": {
        "tool_warnings": 92,
        "maxCapViolCount": 0,
    },
    "detailed_routing": {
        "vias_per_cell": 7.16,
        "vias": 49700,
        "ant_nets": 0,
        "drt_iter0_drc": 5512,
        "firstDrtPassIters": 9,
        "wl_per_cell_um": 41.2,
        "totalWireLength_mm": 286,
        "drcViolationCount": 0,
    },
    "global_routing": {
        "grt-ovfl-total": 0,
        "antenna_found_initial": 19,
        "grt_pass1_wl_mm": 388,
        "gr-usage-all-layers": 0.505,
        "first_global_vias": 49700,
        "grt_max_degree": 70,
    },
    "pwr": {
        "leakagePower_nw": 25.4,
        "powerDensity_mw_per_mm2": 40.5,
        "ir_worst_vdd_mv": 0.0343,
    },
}
==> state kept, by name, indices dropped and copies added, names as in the netlist <==
signal,count
IDU.memwrite,2
GRP.rf,992
PC.pc,32
==> Yosys cell counts, types with 16 or more instances <==
cell / count / area share
a211oi_1: 51 / 0.0063
a21o_1: 35 / 0.0043
a21oi_1: 224 / 0.018
a221o_1: 28 / 0.0046
a221oi_1: 38 / 0.0055
a222oi_1: 19 / 0.0031
a22o_1: 42 / 0.0060
a22oi_1: 103 / 0.013
a31oi_1: 46 / 0.0047
and2_1: 28 / 0.0029
and3_1: 33 / 0.0034
buf_1: 46 / 0.0028
buf_2: 117 / 0.0096
buf_4: 39 / 0.0048
clkbuf_1: 144 / 0.0089
dfxtp_1: 32 / 0.010
edfxtp_1: 992 / 0.49
ha_1: 130 / 0.027
inv_1: 187 / 0.012
mux2_2: 107 / 0.020
mux2i_1: 319 / 0.052
mux4_2: 359 / 0.13
nand2_1: 228 / 0.014
nand2b_1: 24 / 0.0025
nand3_1: 119 / 0.0098
nand3b_1: 34 / 0.0042
nand4_1: 20 / 0.0021
nor2_1: 239 / 0.015
nor2b_1: 24 / 0.0025
nor3_1: 88 / 0.0072
nor4_1: 31 / 0.0032
o211ai_1: 81 / 0.010
o21a_1: 40 / 0.0049
o21ai_0: 197 / 0.016
o21ai_1: 16 / 0.0013
o21bai_1: 18 / 0.0022
o221ai_1: 18 / 0.0026
o22ai_1: 100 / 0.010
o31ai_1: 21 / 0.0026
or3_1: 22 / 0.0023
xnor2_1: 52 / 0.0075
xor2_1: 24 / 0.0034
==> stage by stage <==
step	setup WS, ns	std cells	total power, mW	utilization	hold WS (ns)
finish	15.41	6935	2.90	0.593	0.678
global route	14.92	6919	2.97	0.593	0.703
CTS	15.73	6914	2.86	0.592	0.658
detailed placement	15.77	6730	2.04	0.566	0.652
global placement	15.91	6730	2.04	0.566	0.645
floorplan	17.97	4761	1.56	-	0.508
==> cells in the final DEF, fill, tap and decap left out, drive strengths merged, types with 32 or more instances in the layout <==
cell type and count:
o211ai 81, o22ai 100, a22o 42, a22oi 103
a31oi 47, edfxtp 992, nor2 239, nor4 34
ha 130, nand3 119, dfxtp 32, inv 192
clkdlybuf4s50 427, a21o 35, nand2 228, clkbuf 140
mux2i 319, and3 33, buf 291, nor3 90
xnor2 52, clkinv 44, a221oi 38, o21a 40
nand3b 34, mux2 108, a21oi 224, mux4 364
a211oi 51, o21ai 215
==> critical path: cells and delay by family <==
| kind | cells | cell delay, ns |
|---|---|---|
| compound gates | 11 | 3.02 |
| mux | 1 | 0.27 |
| fa+ha+maj | 1 | 0.37 |
| buf+inv | 9 | 4.43 |
| xor+xnor | 1 | 0.17 |
| simple gates | 9 | 2.53 |
==> kinds of logic (layout without fill, tap and decap cells) <==
kind of cell               count (synthesis)  after routing  share of synthesized area
AOI/OAI and AO/OA                       1214           1214                      0.136
DFF                                     1024           1024                      0.499
and+or+nand+nor                          962            962                     0.0785
muxes                                    791            791                      0.207
buffers and inverters                    558           1100                     0.0410
adders and majority gates                133            133                     0.0276
xor gates and xnor gates                  76             76                     0.0109
latches                                    2              2                   0.000492
other                                      1             21                  0.0000614
==> layout make-up <==
cell class | instances | share of cell area
Sequential cell | 1026 | 0.426
Multi-Input combinational cell | 3177 | 0.399
Timing Repair Buffer | 719 | 0.0912
Clock buffer | 139 | 0.0384
Tap cell | 1612 | 0.0282
Inverter | 197 | 0.0104
Clock inverter | 45 | 0.00578
Antenna cell | 20 | 0.000701
==> worst max-delay path by stage <==
stage                 end          start  cells after the start
global route  npc_wire[3]  inst_wire[16]                     32
CTS           npc_wire[3]  inst_wire[16]                     33
finish        npc_wire[3]  inst_wire[16]                     32
==> per-layer routing <==
layer / part of all wire / track usage
met1: 0.29 / 0.569
met2: 0.43 / 0.681
met3: 0.17 / 0.334
met4: 0.10 / 0.380
met5: 0.0022 / 0.0703
==> power by group <==
part	leakage [nW]	internal (mW)	switching, mW
combinational	14.5	0.338	0.555
sequential	9.38	1.15	0.0223
clock	1.51	0.452	0.383
Power and IR drop assume default switching activity.
