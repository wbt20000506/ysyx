--- design/flow/run.sh ---
#!/bin/bash
# OpenROAD 26Q1-2900-gdf79404cd8, Yosys 0.63+post, stock flow scripts
make -C /OpenROAD-flow-scripts/flow DESIGN_CONFIG=/design/flow/config.mk WORK_HOME=/design/flow/orfs finish
--- design/flow/config.mk ---
export PLATFORM = sky130hd
export DESIGN_NAME = top
export DESIGN_NICKNAME = top
export VERILOG_FILES = /design/flow/design.v
export SDC_FILE = /design/flow/constraint.sdc
export NUM_CORES = 4
export LEC_CHECK = 1
export CORE_AREA = 10 10 79 79
export DIE_AREA = 0 0 89 89
export SYNTH_HDL_FRONTEND = slang
--- design/flow/constraint.sdc ---
current_design top

set clk_period 3.9
set clk_io_pct 0.2

create_clock -name clk0 -period $clk_period

set non_clock_inputs [all_inputs -no_clocks]
set_input_delay [expr $clk_period * $clk_io_pct] -clock clk0 $non_clock_inputs
set_output_delay [expr $clk_period * $clk_io_pct] -clock clk0 [all_outputs]
--- design/flow/design.v ---
module top (
    input [3:0] a,
    input [3:0] b,
    input [2:0] sleact,
    output reg [3:0] sum,
    output reg cin,
    output reg overflow,
    output reg out
);
    wire [3:0] sum_add, sum_sub, sum_x, sum_and, sum_or, sum_xor, sum_batter, sum_zero;
    wire cin_add, overflow_add, cin_sub, overflow_sub;
    wire out_batter, out_zero;
    add add_inst(.a(a), .b(b), .sum(sum_add), .cin(cin_add), .overflow(overflow_add));
    sub sub_inst(.a(a), .b(b), .sum(sum_sub), .cin(cin_sub), .overflow(overflow_sub));
    x x_inst(.a(a), .sum(sum_x));
    and1 and_inst(.a(a), .b(b), .sum(sum_and));
    or1 or_inst(.a(a), .b(b), .sum(sum_or));
    xor1 xor_inst(.a(a), .b(b), .sum(sum_xor));
    batter batter_inst(.a(a), .b(b), .sum(sum_batter), .out(out_batter));
    zero zero_inst(.a(a), .b(b), .sum(sum_zero), .out(out_zero));
    always @(*) begin
        sum = 4'b0000;
        cin = 1'b0;
        overflow = 1'b0;
        out = 1'b0;
        case (sleact)
            3'd0: begin
                sum = sum_add;
                cin = cin_add;
                overflow = overflow_add;
            end
            3'd1: begin
                sum = sum_sub;
                cin = cin_sub;
                overflow = overflow_sub;
            end
            3'd2: sum = sum_x;
            3'd3: sum = sum_and;
            3'd4: sum = sum_or;
            3'd5: sum = sum_xor;
            3'd6: out = out_batter;
            3'd7: out = out_zero;
            default: sum = 4'b0000;  
        endcase
    end
endmodule
module add (
    input [3:0] a,
    input [3:0] b,
    output [3:0] sum,
    output cin,
    output overflow
);
    assign {cin,sum}=a+b;
    assign overflow=~(a[3]^b[3])&(sum[3]^a[3]);
endmodule
module sub (
    input [3:0] a,
    input [3:0] b,
    output [3:0] sum,
    output cin,
    output overflow
);
    wire [3:0] temp;
    assign temp=~b+1'b1;
    assign {cin,sum}=a+temp;
    assign overflow=~(a[3]^temp[3])&(sum[3]^a[3]);
endmodule
module x (
    input [3:0] a,
    output [3:0] sum
);
    assign sum = ~a;
endmodule
module and1 (
    input [3:0] a,
    input [3:0] b,
    output [3:0] sum
);
    assign sum = a&b;
endmodule
module or1 (
    input [3:0] a,
    input [3:0] b,
    output [3:0] sum
);
    assign sum = a|b;
endmodule
module xor1 (
    input [3:0] a,
    input [3:0] b,
    output [3:0] sum
);
    assign sum = a^b;
endmodule
module batter (
    input [3:0] a,
    input [3:0] b,
    output [3:0] sum,
    output out 
);
    wire n1,m1;
    sub sub1(.a(a),.b(b),.sum(sum),.cin(n1),.overflow(m1));
    assign out=sum[3]^m1;
endmodule
module zero (
    input [3:0] a,
    input [3:0] b,
    output [3:0] sum,
    output out 
);
    wire n1,m1;
    sub sub1(.a(a),.b(b),.sum(sum),.cin(n1),.overflow(m1));
    assign out=~(|sum);
endmodule
==> GITHUB_STEP_SUMMARY <==
## Synthesis and layout report

| Metric | Value |
|---|---|
| Status | completed |
| Worst-margin pin slew | between 0.6 and 0.7 ns |
| Worst Path Max Fanout | 3 |
| Top cells, area | ha_1 22%, inv_1 7.2%, xnor2_1 7.2% |
| Largest net degree at the start of global routing | 27 |
| LEAKAGE | between 0.5 and 0.6 nW |
| Total GRT Usage | 0.0532 |
| Fraction of layout cells with a size suffix above 1 | 0.268 |
| Via density per instance | 4.38 |
| Fmax | ~260 MHz |
| Crit path DRT | roughly 3.1 ns |
| Fin crit share | 0.972 |
| Hold buffer count at CTS | 0 |
| Final Hold Violating Endpoints | 0 |
| Top cells by count | 14 x inv_1, 13 x ha_1, 6 x nand2_1, 6 x xnor2_1 |
| Pwr Density | approximately 140 nW/um^2 |
| Worst path slowest cell | clkdlybuf4s50_1 |
| Yosys warns | 0 |
| Synth top area share | 0.221 |
| Setup TNS | 0 ns |
| Stage-log warning count | 37 |
| Vias in the first global route | between 700 and 800 |
| Row cnt | 25 |
| First-pass GRT wire length | between 3 and 4 mm |
| Area added between synthesis and finish | 56.2% |
| FF+latch area | 0 um^2 |
| Arrival @ worst endpoint | ~3 ns |
| Syn Inst Count | 95 |
| IO Port Bufs | 18 |
| Crit path cell chain | clkdlybuf4s50_1 -> inv_1 -> ha_4 -> xnor2_2 -> ha_1 -> a21oi_2 -> nand2_4 -> xnor2_2 -> a32o_1 -> clkdlybuf4s50_1 |
| Top-count cell post-synth | inv_1 |
| Core Area | 4660 um^2 |
| Hold Crit Class | in2out |
| Unique cell types | 34 |
| First-pass DRT Iterations | 4 |
| Design area | 1150 um^2 |
| Ys cells | between 90 and 100 |
| CP peak stage delay | roughly 0.47 ns |
| Drt drc | 0 |
| # setup viols final | 0 |
| Cell Area, Placed | ~1000 um^2 |
| Area leader, netlist | ha_1 |
| Vert. Die Dim | between 80 and 90 um |
| Mean post-synth cell area | 7.73 um^2 |
| Max transition margin | 0.595 |
| Yosys stat area | roughly 730 um^2 |
| Syn Std Cell Area | roughly 730 um^2 |
| Maxcap violations | 0 |
| Routability Congestion | roughly 0.85 |
| Die width | 89 um |
| Routed WL | about 2.1 mm |
| Critical Setup Path Class | in2out |
| GRT Residual Overflow | 0 |
| Crit path buf inv count | 3 |
| Peak supply drop | 0.0486 mV |
| Routed Antenna Nets | 0 |
| Core utilization at floorplan | 0.158 |
| N_diodes | 0 |
| Final Critical Period | 3.79 ns |
| Worst setup SP type | input pin |
| Cell family with most CP delay | buffers and inverters |
| DR iter-0 viols | 19 |
| Max Slew Vio Count | 0 |
| Seq_cells | 0 |
| Clock buffers | 0 |
| DR WL/cell | 11.9 um |
| Initial antenna violation count | 0 |
| Post-detail-place hpwl | around 1.7 mm |
| Total die size | around 7900 um^2 |
| Seq share, synth | 0 |
| Vias | 776 |
| I/O pins | 18 |
| Worst Setup End Kind | primary output |
[stage by stage]
step           cells   util  power [W]  hold slack [ns]  setup WS, ns
2_1_floorplan     95      -  0.0000802             1.73         0.952
3_3_place_gp     174  0.221   0.000136             2.65        -0.106
3_5_place_dp     174  0.221   0.000136             2.65       -0.0855
4_1_cts          175  0.233   0.000151             2.63       0.00363
5_1_grt          177  0.246   0.000177             2.51       -0.0245
6_report         177  0.246   0.000160             2.46         0.108
[what timing repair did]
action	CTS	global route
buffers inserted	1	2
endpoints found under the setup margin	4	4
pin swaps	5	7
resized	11	10
[cell usage in the layout (no fill, tap or decap), types with 2 or more instances in the layout]
cell type        synthesis  layout
buf_4                    1      15
clkdlybuf4s50_1          0      14
inv_1                   14      12
ha_1                    13      10
nand2_1                  6       5
o21ai_0                  4       4
a31oi_1                  4       4
nor2b_1                  4       4
nor3_1                   4       3
xnor2_1                  6       3
o22ai_1                  3       3
mux2i_1                  3       3
a21oi_1                  4       3
inv_2                    0       2
nand2b_1                 2       2
o311a_1                  2       2
xnor2_2                  0       2
nand4b_1                 2       2
ha_4                     0       2
dlygate4sd2_1            0       2
dlymetal6s2s_1           0       2
[per-layer routing]
| layer | track usage | vias to the layer above | part of all wire |
|---|---|---|---|
| met5 | 0 | - | 0 |
| met2 | 0.0878 | 9 | 0.46 |
| met4 | 0 | 0 | 0 |
| met1 | 0.0798 | 363 | 0.53 |
| li1 | - | 404 | - |
| met3 | 0.00184 | 0 | 0.012 |
[cell families after synthesis]
| group | Yosys count | synth area share |
|---|---|---|
| compound gates | 26 | 0.259 |
| simple gates | 26 | 0.227 |
| buf+inv | 19 | 0.126 |
| fa+ha+maj | 15 | 0.276 |
| xor+xnor | 6 | 0.0715 |
| mux | 3 | 0.0409 |
[power by group]
| part | switching [W] | internal (W) | total, W |
|---|---|---|---|
| combinational | 0.0000732 | 0.0000870 | 0.000160 |
| clock | 0 | 0 | 0 |
| sequential | 0 | 0 | 0 |
| total | 0.0000732 | 0.0000870 | 0.000160 |
[cell type report]
class	count	area, um^2
well taps	54	67.6
multi-input cells	76	732
fillers	488	3510
repair buffers	33	295
inverters	14	52.6
[final timing paths]
check	startpoint	endpoint	cells past startpoint
min	sleact[2]	sum[1]	4
max	b[0]	overflow	10
Power figures rest on the tool's default switching activity, not on a simulated workload.
